`design/flow/design.v`:
```
`timescale 1ns / 1ps
module fetchinstruction(
input wire clk,
    input wire reset,
    input wire stall,                 
    input wire flush,                 
    input wire PC_sel,               
    input wire [7:0] branch_target,   
    output reg [15:0] instruction,   
    output reg [7:0] PC_out,          
    output reg valid                  
);
    reg [7:0] PC;
    reg [15:0] instruction_memory [0:255];
    initial begin
    end
    always @(posedge clk or posedge reset) begin
        if (reset) begin
            PC <= 8'b0;
            PC_out <= 8'b0;
            instruction <= 16'h0000;
            valid <= 1'b0;
        end else if (stall) begin
            valid <= 1'b0; 
        end else begin
            if (PC_sel)
                PC <= branch_target;
            else
                PC <= PC + 1;
            instruction <= flush ? 16'h0000 : instruction_memory[PC];
            PC_out <= PC;
            valid <= ~flush;
        end
    end
endmodule
```
`design/flow/run.sh`:
```
#!/bin/bash
# OpenROAD 26Q1-2900-gdf79404cd8, Yosys 0.63+post, stock flow scripts
make -C /OpenROAD-flow-scripts/flow DESIGN_CONFIG=/design/flow/config.mk WORK_HOME=/design/flow/orfs finish
```
`design/flow/config.mk`:
```
export PLATFORM = sky130hd
export DESIGN_NAME = fetchinstruction
export DESIGN_NICKNAME = fetchinstruction
export VERILOG_FILES = /design/flow/design.v
export SDC_FILE = /design/flow/constraint.sdc
export NUM_CORES = 4
export LEC_CHECK = 1
export CORE_AREA = 10 10 87 87
export DIE_AREA = 0 0 97 97
```
`design/flow/constraint.sdc`:
```
current_design fetchinstruction

set clk_period 2.3
set clk_io_pct 0.2

create_clock -name clk0 -period $clk_period [get_ports {clk}]

set non_clock_inputs [all_inputs -no_clocks]
set_input_delay [expr $clk_period * $clk_io_pct] -clock clk0 $non_clock_inputs
set_output_delay [expr $clk_period * $clk_io_pct] -clock clk0 [all_outputs]
```
==> run summary <==
yosys + openroad results -> outcome=finished, final reports clean, setup TNS=0 ps, placed instance count=183, clock share of power=27.8%, Setup Fix Bufs, Post-CTS=0, Area Growth Syn to Fin=29.67%, GRT Total Usage=4.518%, CTS Buf Count=3, clock slew at reported path FFs=70 ps, AND-OR/OR-AND Cells, Area Fraction=12.32%, Starting Density=16.74%, DRT Pass-1 Iters=3, Setup WS post-layout=742.1 ps, Synth area leader=dfrtp_1, Clock Skews=2.216 ps, VDD IR max=0.1720 mV, # setup viols final=0, TritonCTS clock tree=built, Setup CP Type=in -> reg, switch share=25.87%, Die Ht=97 microns, Initial DRC Count=39, initial antenna violation count=0, adder share=1.325%, Mean Syn Cell Area=10.16 sq um, Via density=3.727, Ant. Diodes=0, max-slew violations=0, routability congestion estimate=0.8197, Port Buffers=21, sequential share of power=49.5%, Top logic family=buffers and inverters, fin cells=187, Final Hold Vio Count=0, Synth area leaders=dfrtp_1, buf_4, mux2_2, o21ai_0, nand3_1, die area=0.009409 sq mm, synth warn=1, Syn Std Cell Area=944.7 sq um, Vias=697, crit start category=primary input, worst-margin pin slew=666.2 ps, # hold bufs at CTS=0, FMAX=641.9 MHz, Residual DRC=0, GR Overflow Total=0, most frequent cells in the layout=clkdlybuf4s50_1, dfrtp_1, conb_1, mux2_2, o21ai_0, distinct cell type count after synthesis=31, Period minus WS final=1558 ps, Worst Path Required=2440 ps, internal power=0.5990 mW, Flops after synth=17, share of total power in combinational logic=22.7%, Routed Antenna Nets=0, fin crit share=67.73%, largest net degree at the start of global routing=18, max-capacitance violation count=0, Core Util, Final=21.71%, DP Wirelength=1759 microns, Post-CTS Resized=0, first-pass GRT wire length=3581 microns, yosys stat area=944.7 sq um, RSZ-0062 raised after global routing=no, Worst Hold Class=reg -> reg, layout cell share with drive strength beyond 1=13.04%, # rows=27, yosys cell count=93, htree depth=1, Simple Share, Synth=14.30%, Crit Path Max Fanout=10, pre-CTS setup slack=496.3 ps, root buffer cell=clkbuf_8, Horiz. Die Dim=97 microns, sequential area share after synthesis=45.03%, vias in the first global route=730, Num Clock Sinks=17, CTS Buffer Depth=2, Critical Path End Type=flip-flop, XOR-XNOR Cells, Area Fraction=0%, slew margin rel.=55.54%, tool warnings=25, clock latency at the later pin of the worst-skew pair=250 ps, CP arrival=1690 ps, MUX area fraction=10.60%, PwrDens=659.6 mW/mm^2, NetSw=0.2090 mW, Area leader share=45.03%, Commonest Layout Cell=clkdlybuf4s50_1, Core ar.=0.005642 sq mm, # IOs=38, Tot Pwr=0.8079 mW, DR WL/cell=11.99 microns, Lkg Pwr=0.5187 nW, synthesized netlist cell count=93, WL final=2242 microns
critical path, cell delays in order:
cell             delay [ps]
clkdlybuf4s50_1         660
buf_4                   230
o21ai_0                  80
mux2_2                  260
final timing paths:
path | slack, ps | to | startpoint | cells after the start
max in group asynchronous | 1260 | PC[0] | reset | 2
worst min-delay path | 500 | PC_out[5] | PC_out[5] | 2
min in group asynchronous | 620 | valid | reset | 2
worst max-delay path | 740 | PC[0] | PC_sel | 4
worst max register to register | 860 | PC[4] | PC[0] | 4
worst min register to register | 500 | PC_out[5] | PC_out[5] | 2
through the flow:
step           area (sq um)  hold WS (ps)
3_3_place_gp           1180         480.7
5_1_grt                1225         526.1
6_report               1225         499.7
3_5_place_dp           1180         485.9
2_1_floorplan          1001         386.1
4_1_cts                1225         502.3
registers in the layout, summed over array words and instances (netlist names):
| signal | cells |
|---|---|
| PC | 8 |
| PC_out | 8 |
| valid | 1 |
layer usage:
| layer | vias up | share of wire, % | GRT usage (%) |
|---|---|---|---|
| li1 | 339 | - | - |
| met1 | 329 | 47 | 5.719 |
| met2 | 27 | 45 | 7.055 |
| met3 | 2 | 6.8 | 1.934 |
| met4 | 0 | 0.94 | 0.7892 |
| met5 | - | 0 | 0 |
power by group through the flow:
| stage | logic (mW) | clock network [mW] | registers [mW] |
|---|---|---|---|
| after CTS | 0.190 | 0.231 | 0.401 |
| after global routing | 0.208 | 0.246 | 0.411 |
| final | 0.183 | 0.224 | 0.400 |
synth_stat cells:
| library cell | count |
|---|---|
| nor4b_1 | 1 |
| nor3_1 | 2 |
| nor2b_1 | 1 |
| and4_2 | 1 |
| a211oi_1 | 2 |
| clkbuf_1 | 1 |
| nand3_1 | 5 |
| a22oi_1 | 2 |
| buf_4 | 16 |
| buf_2 | 4 |
| nor2_1 | 3 |
| o31a_1 | 1 |
| dfrtp_1 | 17 |
| a31oi_1 | 1 |
| nor3b_1 | 1 |
| and3b_1 | 1 |
| nand2_1 | 4 |
| mux2i_1 | 1 |
| nand2b_1 | 1 |
| inv_1 | 2 |
| a221o_1 | 1 |
| a21oi_1 | 2 |
| mux2_2 | 8 |
| conb_1 | 1 |
| o21ai_0 | 7 |
| a211o_1 | 1 |
| ha_1 | 1 |
| o21bai_1 | 1 |
| and3_1 | 2 |
| nor4_1 | 1 |
| nand3b_1 | 1 |
cell families after synthesis:
family,after synthesis
and+or+nand+nor,24
buffers and inverters,23
AOI/OAI and AO/OA,18
DFF,17
muxes,9
adders and majority gates,1
other,1
final cells by class:
cell class | instances | area, sq um
repair buffers | 24 | 232.7
clock buffers | 4 | 45.04
multi-input cells | 68 | 424.2
flip-flops and latches | 17 | 425.4
well taps | 72 | 90.09
fillers | 609 | 4417
inverters | 2 | 7.507
No activity file was given, so power comes from the tool's default toggle rates.
