<file path="flow/constraint.sdc">
current_design register_file

set clk_period 2.8
set clk_io_pct 0.2

create_clock -name clk0 -period $clk_period [get_ports {clk}]

set non_clock_inputs [all_inputs -no_clocks]
set_input_delay [expr $clk_period * $clk_io_pct] -clock clk0 $non_clock_inputs
set_output_delay [expr $clk_period * $clk_io_pct] -clock clk0 [all_outputs]
</file>
<file path="flow/run.sh">
#!/bin/bash
# OpenROAD 26Q1-2900-gdf79404cd8, Yosys 0.63+post, stock flow scripts
make -C /OpenROAD-flow-scripts/flow DESIGN_CONFIG=/design/flow/config.mk WORK_HOME=/design/flow/orfs finish
</file>
<file path="flow/design.v">
`timescale 1ns/1ps
module register_file(
    input clk,
    input reset,
    input RegWrite,
    input [2:0] read_reg1,
    input [2:0] read_reg2,
    input [2:0] write_reg,
    input signed [7:0] write_data,
    output signed [7:0] read_data1,
    output signed [7:0] read_data2
    );
    reg [7:0] regfile [7:0];
    assign read_data1 = regfile[read_reg1];
    assign read_data2 = regfile[read_reg2];
    integer i;
    always@(posedge clk or posedge reset) begin
        if (reset) begin
            for (i=0; i<8; i = i+1)
                regfile[i] <= 8'b0;
        end
        else if (RegWrite) begin
            regfile[write_reg] <= write_data;
        end
    end        
endmodule
</file>
<file path="flow/config.mk">
export PLATFORM = sky130hd
export DESIGN_NAME = register_file
export DESIGN_NICKNAME = register_file
export VERILOG_FILES = /design/flow/design.v
export SDC_FILE = /design/flow/constraint.sdc
export NUM_CORES = 4
export LEC_CHECK = 1
export CORE_UTILIZATION = 50
</file>
==> run summary <==
The implementation run finished. The run finished with clean final reports. Fraction of layout cells with a size suffix above 1 landed at 35.4%. Total iterations of the first detailed-routing run landed at 4. In the routed layout, each cell is associated on average with a via count of roughly 5.7. Count of maximum capacitance violations landed at 0. Final RePlAce weighted congestion landed at 0.858. Post-route worst hold slack landed at 0.530 ns. The warning tally printed by Yosys for this design is 2. Tally of OpenROAD warnings landed at 26.

The wire length recorded after detailed routing is 9.72 mm. Along the worst path, the maximum fanout reaches 5. The flow measured a signed area growth from synthesis to layout of 26.0%. The worst setup path is launched from an input port. Looking at the reg2reg group, the worst path starts from regfile[4][6].

Flip-flop count of the largest register, all copies and words added landed at roughly 64. Highest ir drop seen on vdd landed at between 0.4 and 0.5 mV. Area figure in the yosys stat output landed at roughly 3700 µm². In this run the tool buffered the top-level ports with 35 buffer cells. In this run the static leakage power is 0.00199 µW. Headroom to the max-slew limit landed at 51.8%.

Counting the fill cells in the layout gives 531. After layout, the design draws a total of 2910 µW. The critical path endpoint has a required time of 2.24 ns. In this run the deepest clock path goes through 2 buffers. Post-detailed-placement half-perimeter wirelength landed at 6.56 mm.

The final report gives the standard cell area, fillers excluded, as 4610 µm². The largest registers in the layout are regfile x64. Setup total negative slack landed at 0 ns. Period utilization landed at 97.7%. Summing the sequential cell areas from Yosys gives 43.8% of the chip area. According to the hold report, the worst path is of the reg -> reg type. Sequential cell area landed at 1600 µm². The worst hold path begins at regfile[4][0]. Per STA, the startpoint of the critical path is read_reg2[0]. Number of global-route vias before repair landed at 2794.

Total cell area at the placement stage landed at about 4300 µm². Die span in x landed at 87.5 µm. Per the OpenROAD floorplan log, the height of the die is 87.5 µm. The first global-routing pass estimated 15.3 mm of wire. Leaving out filler cells and counting taps, the final layout contains 494. TritonCTS built the clock tree. The number of antenna violations at the first check in global routing was 0. Gate count after technology mapping landed at 329.

The registers of the reported paths see a clock transition of 0.07 ns. STA classifies the critical path endpoint as a primary output. The register with the most flip-flops in the final layout is regfile.

Counting I/O delays and the setup requirement, the final critical path takes 2.74 ns. After synthesis, the mean cell area works out to 11.1 µm². For this run, the top clock speed supported by timing is between 300 and 400 MHz.

The mapped netlist covers 3660 µm². Number of flops mapped to enable cells by yosys landed at 0. Per the CTS log, the root buffer master is sky130_fd_sc_hd__clkbuf_8. Recorded from the global router log, the overflow total was 0.

Synthesized flop and latch total landed at 64. In the final report, the number of endpoints failing setup comes to 0. For this design, Yosys synthesis ends with a cell count of between 300 and 400. Pins over their slew limit in the final report were tallied at 0. TritonCTS buffer count landed at 9.

The routed layout has 2828 vias. Maximum number of pins on one net before global-route repair landed at 31. Combinational gate area landed at 1960 µm². At the later pin of the worst-skew pair, clock insertion delay measures 0.34 ns.

Power density of the placed cells landed at 630 nW/µm². The worst setup path is of the in -> out kind. Placeable core area landed at between 6000 and 7000 µm². Actual transition at the worst max-transition pin landed at 0.720 ns. Number of DRC violations after detailed-routing iteration 0 landed at 154. Data on the critical path arrives at its endpoint at 2.18 ns. Number of placed cells counting well taps landed at 476. The most used flip-flop cell after synthesis is sky130_fd_sc_hd__dfrtp_1. Number of rows in the core area landed at 30.

The routed design ends up with an antenna cell count of 0. Number of clock sinks landed at between 60 and 70. In this run the remaining antenna-violating nets after routing total 0.

Core utilization before placement landed at 52.7%. Final hold violation count landed at 0. Pin placement for this block handled 36 I/O pins. The gate-level netlist out of Yosys references 40 unique cell types. Detailed-route DRC error count landed at 0. Between clock sinks in the finished design, the worst skew comes to 0 ns.

Global router's overall resource usage landed at between 20% and 30%. Overall die area landed at 7660 µm². In the synthesized netlist the async set-or-reset flop fraction comes to ~100%. Average routed wire per standard cell landed at slightly below 20 µm. Level count of the clock H-tree landed at 3.
cells in the mapped netlist (2+ instances only):
| library cell | instances | area [µm²] |
|---|---|---|
| sky130_fd_sc_hd__buf_2 | 13 | 65.1 |
| sky130_fd_sc_hd__clkinv_1 | 2 | 7.51 |
| sky130_fd_sc_hd__a31oi_1 | 2 | 12.5 |
| sky130_fd_sc_hd__nand4b_1 | 3 | 26.3 |
| sky130_fd_sc_hd__buf_4 | 4 | 30.0 |
| sky130_fd_sc_hd__mux2i_1 | 25 | 250 |
| sky130_fd_sc_hd__o22a_1 | 2 | 17.5 |
| sky130_fd_sc_hd__nor3_4 | 2 | 32.5 |
| sky130_fd_sc_hd__o21ai_0 | 7 | 35.0 |
| sky130_fd_sc_hd__mux2_2 | 64 | 721 |
| sky130_fd_sc_hd__nor2b_1 | 12 | 75.1 |
| sky130_fd_sc_hd__a22o_1 | 6 | 52.6 |
| sky130_fd_sc_hd__clkbuf_1 | 2 | 7.51 |
| sky130_fd_sc_hd__buf_6 | 2 | 22.5 |
| sky130_fd_sc_hd__nand2b_1 | 5 | 31.3 |
| sky130_fd_sc_hd__inv_1 | 11 | 41.3 |
| sky130_fd_sc_hd__nor2_1 | 32 | 120 |
| sky130_fd_sc_hd__nand3_1 | 3 | 15.0 |
| sky130_fd_sc_hd__o32a_1 | 2 | 20.0 |
| sky130_fd_sc_hd__o22ai_1 | 12 | 75.1 |
| sky130_fd_sc_hd__a221oi_1 | 12 | 105 |
| sky130_fd_sc_hd__o2bb2ai_1 | 6 | 52.6 |
| sky130_fd_sc_hd__a21oi_1 | 3 | 15.0 |
| sky130_fd_sc_hd__nand2_1 | 15 | 56.3 |
| sky130_fd_sc_hd__dfrtp_1 | 64 | 1600 |
| sky130_fd_sc_hd__nand3b_1 | 3 | 22.5 |
| sky130_fd_sc_hd__a211oi_1 | 2 | 15.0 |
per-layer routing:
metal / global-route usage (%) / wire [µm] / vias up / part of all wire [%]
li1: - / - / 1336 / -
met1: 46.1 / 4660 / 1404 / 48
met2: 43.8 / 4520 / 75 / 46
met3: 5.06 / 410 / 13 / 4.2
met4: 4.02 / 129 / 0 / 1.3
met5: 0 / 0 / - / 0
cells by family (layout without fill, tap and decap cells):
logic type	after synthesis	after routing	synth area share [%]
AOI/OAI and AO/OA	59	59	12.2
and+or+nand+nor	82	82	12.4
muxes	90	90	26.8
buffers and inverters	34	103	4.75
DFF	64	64	43.8
critical path, cell delays in order:
cell and delay [ns]:
sky130_fd_sc_hd__clkdlybuf4s15_2 0.22, sky130_fd_sc_hd__buf_6 0.14, sky130_fd_sc_hd__mux2_1 0.32, sky130_fd_sc_hd__a22o_1 0.24, sky130_fd_sc_hd__a221oi_2 0.23, sky130_fd_sc_hd__nor2_1 0.07
sky130_fd_sc_hd__clkdlybuf4s50_1 0.39
metrics by stage:
step                      util [%]  worst slack [ns]
after global routing          66.4          -0.00112
final                         66.4            0.0640
after floorplan                  -             0.642
after detailed placement      61.7            -0.483
after CTS                     65.6            0.0111
after global placement        61.7            -0.460
path summary, 6_finish.rpt:
check / depth (start not counted) / slack (ns) / to
hold reg to reg: 1 / 0.53 / regfile[4][0]
setup reg to reg: 1 / 2.01 / regfile[4][6]
min in group asynchronous: 2 / 0.61 / regfile[2][4]
max in group asynchronous: 3 / 1.49 / regfile[5][0]
setup / recovery: 7 / 0.06 / read_data2[5]
hold / removal: 1 / 0.53 / regfile[4][0]
final cells by class:
class	instances	area share, %
Inverter	13	1.09
Timing Repair Buffer	74	14.2
Clock buffer	11	3.07
Sequential cell	64	34.7
Tap cell	96	2.61
Multi-Input combinational cell	231	42.6
Clock inverter	5	1.74
report_power, final:
part | leakage [µW] | internal [µW] | switching (µW)
Clock | 0.000106 | 524 | 363
Sequential | 0.000769 | 1130 | 151
Combinational | 0.00112 | 442 | 297
Total | 0.00199 | 2090 | 811
cells in the final DEF (no fill, tap or decap), types with 4 or more instances in the layout:
cell                              synthesis  routed
sky130_fd_sc_hd__nor2_1                  32      32
sky130_fd_sc_hd__o2bb2ai_1                6       6
sky130_fd_sc_hd__a221oi_1                12       4
sky130_fd_sc_hd__inv_1                   11      10
sky130_fd_sc_hd__dfrtp_1                 64      64
sky130_fd_sc_hd__mux2_2                  64      64
sky130_fd_sc_hd__a22o_1                   6       6
sky130_fd_sc_hd__nor2b_1                 12      10
sky130_fd_sc_hd__o21ai_0                  7       7
sky130_fd_sc_hd__buf_4                    4      32
sky130_fd_sc_hd__nand2b_1                 5       5
sky130_fd_sc_hd__a221oi_2                 1       9
sky130_fd_sc_hd__o22ai_1                 12      12
sky130_fd_sc_hd__nand2_1                 15      15
sky130_fd_sc_hd__clkbuf_8                 0      10
sky130_fd_sc_hd__clkdlybuf4s50_1          0      29
sky130_fd_sc_hd__buf_6                    2       6
sky130_fd_sc_hd__dlygate4sd2_1            0       4
sky130_fd_sc_hd__mux2i_1                 25      25
repair_timing:
item,in CTS,in global routing
gates resized,20,12
setup endpoints to repair,16,11
hold buffers,0,0
pin swaps,0,1
setup buffers,1,0
gates cloned,1,0
Power is estimated from default activity; no workload was simulated.
