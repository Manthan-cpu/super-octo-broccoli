<file path="design/flow/run.sh">
#!/bin/bash
# OpenROAD 26Q1-2900-gdf79404cd8, Yosys 0.63+post, stock flow scripts
make -C /OpenROAD-flow-scripts/flow DESIGN_CONFIG=/design/flow/config.mk WORK_HOME=/design/flow/orfs finish
</file>
<file path="design/flow/constraint.sdc">
current_design alu

set clk_period 9.7
set clk_io_pct 0.2

create_clock -name clk0 -period $clk_period

set non_clock_inputs [all_inputs -no_clocks]
set_input_delay [expr $clk_period * $clk_io_pct] -clock clk0 $non_clock_inputs
set_output_delay [expr $clk_period * $clk_io_pct] -clock clk0 [all_outputs]
</file>
<file path="design/flow/config.mk">
export PLATFORM = sky130hd
export DESIGN_NAME = alu
export DESIGN_NICKNAME = alu
export VERILOG_FILES = /design/flow/design.v
export SDC_FILE = /design/flow/constraint.sdc
export NUM_CORES = 4
export LEC_CHECK = 1
export CORE_AREA = 10 10 107 107
export DIE_AREA = 0 0 117 117
</file>
<file path="design/flow/design.v">
`timescale 1ns / 1ps
module alu (
  input  wire [7:0] a,              
  input  wire [7:0] b,              
  input  wire [3:0] opcode,         
  input  wire [4:0] shamt,          
  input  wire       dir,            
  output reg  [7:0] result,         
  output wire       zero,           
  output reg        branch_taken    
);
  assign zero = (result == 8'b00000000);
  always @(*) begin
    branch_taken = 1'b0;
    case (opcode)
      4'b0000: result = a + b;                       
      4'b0001: result = a - b;                       
      4'b0010: result = a & b;                       
      4'b0011: result = a | b;                       
      4'b0100: result = a ^ b;                       
      4'b0101: result = (a < b) ? 8'b1 : 8'b0;       
      4'b0110: begin                                 
        result = (dir == 1'b0) ? (a << shamt) : (a >> shamt);
      end
      4'b1001: result = a + b;                       
      4'b1011: begin                                 
        result = a - b;
        if (result == 0)
          branch_taken = 1;
      end
      4'b1100: begin                                 
        result = a - b;
        if (result != 0)
          branch_taken = 1;
      end
      default: result = 8'b00000000;                 
    endcase
  end
endmodule
</file>
==> impl_metrics.json <==
{
  "synth_cell_types": 65,
  "synth_area_per_cell_um2": 7.78,
  "drtIter0Drc": 147,
  "clock.fmax_mhz": 134,
  "critPathArrivalTime_ns": 5.52,
  "crit_path_end_kind": "primary output",
  "final.period_utilization_pct": 76.9,
  "cp-startpoint": "a[0]",
  "critPathKind": "input pin to primary output",
  "wl_um": 6320,
  "portBuffers": 36,
  "antenna_found_initial": 0,
  "grt_max_degree": 17,
  "min_from": "shamt[3]",
  "path_cells": "clkdlybuf4s50_1 -> inv_1 -> ha_1 -> fa_1 -> nor3_1 -> o31a_1 -> nor4_1 -> nor4b_1 -> nand4b_4 -> nor4_4 -> clkdlybuf4s50_1",
  "cts_resized": 0,
  "fp_util_pct": 20.7,
  "gp_congestion": 0.931,
  "worstPathRequired_ns": 7.76,
  "grt_pass1_vias": 1820,
  "power_density_mw_per_mm2": 50.3,
  "period_needed_ns": 7.46,
  "setup_violations": 0,
  "tool_warnings": 49,
  "flops": 0,
  "cap_violations": 0,
  "slew_headroom_pct": 25.7,
  "die_area_mm2": 0.0137,
  "worstMarginPinSlew_ns": 1.09,
  "grt_usage_pct": 9.20,
  "placed_area_mm2": 0.00233,
  "lay_top_count": "clkdlybuf4s50_1",
  "syn_inst": 244,
  "stdcell_area_mm2": 0.00233,
  "dp_hpwl_um": 5200,
  "min_path_type": "input pin to primary output",
  "routed_via_density": 5.22,
  "area_leaders": "ha_1 16%, mux4_2 11%, inv_1 5.3%, mux2i_1 3.2%, nand2_1 3.0%",
  "first_pass_iters": 5,
  "synth_top_area_share_pct": 16.5,
  "syn_to_final_growth_pct": 22.8,
  "nClkBuffers": 0,
  "antenna_left": 0,
  "yosysWarnings": 1,
  "status": "finished, final reports clean",
  "finalHoldViolCount": 0,
  "die_h_um": 117,
  "crit_top_cell": "clkdlybuf4s50_1",
  "drive_gt1_share_pct": 7.87,
  "vias": 1975,
  "yosys_cells": 244,
  "num_rows": 35,
  "worst-path-max-fanout": 7,
  "critPathMaxStageDelay_ns": 0.75,
  "rsz0062_at_grt": "false",
  "routedWlPerCell_um": 16.7,
  "mostFrequentLayoutCells": "36 x clkdlybuf4s50_1, 27 x inv_1, 25 x ha_1",
  "post_cts_buffers": 0,
  "core_mm2": 0.00920,
  "drv_slew": 0,
  "synth.cell_area_mm2": 0.00190,
  "ys_chip_area_mm2": 0.00190,
  "grt_pass1_wl_um": 10000,
  "seqCellArea_um2": 0,
  "finalSetupTns_ns": 0,
  "critPathLaunchType": "input pin",
  "chipWidth_um": 117,
  "peakVddDrop_mv": 0.0166,
  "drc": 0,
  "power_leakage_nw": 0.940,
  "largest_area_cell": "ha_1",
  "placed_cells": 378,
  "final_cell_count_no_fill": 378,
  "overflow": 0,
  "n_antenna_cell": 0,
  "synth_seq_share_pct": 0,
  "cp_slowest_cell": "nor4b_1",
  "num_io_pins": 36,
  "cts-hold-fix-buffers": 0
}
-- metal layers --
metal	vias to the layer above	GRT usage (%)	wire length (um)
met5	-	0	0
met4	0	0.494	41
met3	4	2.17	573
met2	75	15.2	2950
met1	916	12.6	2750
li1	980	-	-
-- report_power, final --
group	switching [mW]	total, mW	internal [mW]	leakage (nW)
Sequential	0	0	0	0
Combinational	0.0601	0.117	0.0573	0.940
Clock	0	0	0	0
Total	0.0601	0.117	0.0573	0.940
-- final timing paths --
kind  cells after the start   endpoint  slack (ns)
min                       5  result[4]        5.24
max                      11       zero        2.24
-- cell usage after synthesis, types with 3 or more instances --
library cell	count
inv_1	27
ha_1	25
nand2_1	15
nor2_1	13
a21oi_1	11
mux4_2	9
nor3_1	9
buf_2	8
o21ai_0	8
nand3_1	7
mux2i_1	6
a31oi_1	5
clkbuf_1	5
o211ai_1	5
xnor2_1	5
a221o_1	4
nand3b_1	4
nor4b_1	4
a2111oi_0	3
a211o_1	3
a2bb2oi_1	3
and3_1	3
nand2b_1	3
nor2b_1	3
o221ai_1	3
o31ai_1	3
-- critical path: cells and delay by family --
| family | cells | cell delay, ns |
|---|---|---|
| fa+ha+maj | 2 | 0.67 |
| simple gates | 5 | 1.49 |
| buf+inv | 3 | 1.23 |
| compound gates | 1 | 0.19 |
-- cell type report --
cell class	instances	area, um^2
inverters	29	109
fillers	993	6860
well taps	111	139
multi-input cells	200	1710
repair buffers	38	375
-- metrics by stage --
stage | worst slack [ns] | hold slack (ns) | power [mW] | util, %
after floorplan | 3.80 | 4.11 | 0.0738 | -
after global placement | 2.31 | 5.25 | 0.117 | 25.4
after detailed placement | 2.33 | 5.24 | 0.117 | 25.4
after CTS | 2.29 | 5.24 | 0.117 | 25.4
after global routing | 2.01 | 5.33 | 0.130 | 25.4
final | 2.24 | 5.24 | 0.117 | 25.4
-- logic make-up after synthesis --
family | share of synthesized area (%)
AND/OR/NAND/NOR | 25.8
XOR/XNOR | 2.77
AND-OR/OR-AND | 27.8
buffers and inverters | 10.0
multiplexers | 15.0
adder cells (fa/ha/maj) | 18.6
No activity file was given, so power comes from the tool's default toggle rates.
